--- design/flow/run.sh ---
#!/bin/bash
# OpenROAD 26Q1-2900-gdf79404cd8, Yosys 0.63+post, stock flow scripts
make -C /OpenROAD-flow-scripts/flow DESIGN_CONFIG=/design/flow/config.mk WORK_HOME=/design/flow/orfs finish
--- design/flow/config.mk ---
export PLATFORM = sky130hd
export DESIGN_NAME = servo
export DESIGN_NICKNAME = servo
export VERILOG_FILES = /design/flow/design.v
export SDC_FILE = /design/flow/constraint.sdc
export NUM_CORES = 4
export LEC_CHECK = 1
export CORE_AREA = 10 10 105 105
export DIE_AREA = 0 0 115 115
--- design/flow/constraint.sdc ---
current_design servo

set clk_period 2.6
set clk_io_pct 0.2

create_clock -name clk0 -period $clk_period [get_ports {clk}]

set non_clock_inputs [all_inputs -no_clocks]
set_input_delay [expr $clk_period * $clk_io_pct] -clock clk0 $non_clock_inputs
set_output_delay [expr $clk_period * $clk_io_pct] -clock clk0 [all_outputs]
--- design/flow/design.v ---
`timescale 1ns / 1ps
module servo (
    input clk,
    input rst,
    input [7:0] position,
    output servo
  ); 
  reg pwm_d, pwm_q;
  reg [19:0] ctr_d, ctr_q;  
  assign servo = pwm_q;
  always @(*) begin
    ctr_d = ctr_q + 1'b1;
    if (position + 9'd165 > ctr_q[19:8])
      pwm_d = 1'b1;
    else
      pwm_d = 1'b0;
  end
  always @(posedge clk) begin
    if (rst) begin
      ctr_q <= 1'b0;
    end else begin
      ctr_q <= ctr_d;
    end
    pwm_q <= pwm_d;
  end
endmodule 
==> Changelog: implementation <==
## Implementation

- Slowest cell on the critical path: clkdlybuf4s50_1
- Synth Seq Share: 34.8%
- Worst Hold Class: flip-flop to flip-flop
- R2R Setup Slk: 0.91 ns
- Startpoint Class: primary input
- Post-synthesis instance total: 142
- Highest clock rate: 431 MHz
- WP buf/inv: 1
- GRT Util Overall: 3.33%
- Vias: 934
- Share of layout cells above drive strength 1: 6.41%
- Status: finished clean
- Dpl cells: 260
- MUX area fraction: 0%
- # diodes: 0
- Syn Area/Cell: 8.51 um2
- Final wirelength: 2180 um
- Final setup viols: 0
- Worst skew pair latency: 0.26 ns
- Max transition margin: 51.2%
- Most used cell along the critical path: a21oi_1
- Post-CTS Setup Bufs: 0
- Distinct cells, synth: 25
- Core footprint: 8760 um2
- IO Port Bufs: 10
- Chip height: 115 um
- OpenROAD warnings: 25
- Post-DRT Antenna Nets: 0
- Vias in the first global route: about 900
- Final GP Congestion: between 0.8 and 0.9
- TritonCTS clock tree: done
- Initial antenna violation count: 0
- Finished Layout Cells: about 260
- Complex Gates by Area: between 7 and 8%
- Synth warn: 1
- Clock Tree Buf Depth: 2
- Count of library flops with an enable pin: 0
- Synth Area in Adders: between 10% and 20%
- WHS Path Cells: 1
- Worst path depth: 11
- Maximum vdd drop: approximately 0.15 mV
- Minimum clock period: 2.32 ns
- Critical Path End Type: flip-flop
- Worst path required time: around 2.8 ns
- Drt pass-1 iters: 4
- Avg WL per Cell: ~8.3 um
- FP Core Util: 13.8%
- Clock transition at the registers of the reported paths: 0.07 ns
- Fin crit share: 89.2%
- Pleak: around 0.52 nW
- PD cells: approximately 420 nW/um2
- DP Wirelength: 1710 um
- Fin. Hold Viols: 0
- Worst-case reg-to-reg path depth: 5
- Total die size: 13200 um2
- Worst-margin pin slew: 0.730 ns
- Via density: 3.54
- CTS Hold Bufs: 0
- Worst-path cell chain: clkdlybuf4s50_1 > ha_1 > o21a_1 > a21oi_1 > xnor2_1 > ha_1 > a21o_1 > nand2_1 > a31oi_1 > a21oi_1 > a21oi_1
- CTS H-tree lvls: 1
- Site row count: 34
- Total gr overflow: 0
- CP peak stage delay: 0.42 ns
- Post-synth top flop: dfxtp_1
- Async S/R FF share, synth: 0%
- Post-Syn Area: 1210 um2
- Crit path max fanout: 3
- CTS Buf Count: 3
- Syn-to-layout area delta: 23.5%
- DR DRC count: 0
- Seq cells post-synth: 21
- Place WS: 0.0196 ns
- Initial DRC count: 29
- Yosys Instances: 142
- Pin count of the biggest net entering global routing: 21
- Setup TNS Final: 0 ns
- Clock tree root buffer cell: clkbuf_8
- Most numerous logic cell after layout: nor2_1
- Number of max-cap violations: 0
- Final WS setup: 0.280 ns
- CTS resizes: 0
- Io pins: 11
- Simple Share, Synth: 25.2%
- Largest delay share family, worst path: AND-OR/OR-AND gates
- First-pass GRT wire length: 3810 um
- YS chip area: 1210 um2
- CP Class: primary input to flip-flop
- Clock skew: 0.00271 ns
- Die x size: about 120 um
- XOR Share, Synth: 15.9%
- Synth logic family: simple AND/OR/NAND/NOR gates
- Fin. max-slew vios: 0
- RSZ-0062 raised after global routing: false
- Clk sinks: 21
- Critical path arrival: 2.47 ns
- Top Layout Cells: nor2_1 (25), dfxtp_1 (21), xnor2_1 (18), inv_1 (11), ha_1 (11)
## per-layer routing
layer	routed length, um	track usage (%)	vias to the layer above
met1	1060	4.28	423
met5	0	0	-
li1	-	-	504
met3	68	0.949	0
met2	1050	5.74	7
met4	0	0.0825	0
## registers in the layout (all words and copies together), names as in the netlist
signal,count
ctr_q,20
pwm_q,1
## cell type report
class                   instances  area, um2
flip-flops and latches         21        420
fillers                       976       7270
multi-input cells             107        728
well taps                     108        135
repair buffers                 13        123
inverters                      11       41.3
clock buffers                   4       45.0
## cell families after synthesis
kind of cell               Yosys count
adders and majority gates           11
and+or+nand+nor                     57
AOI/OAI and AO/OA                   17
buffers and inverters               14
DFF                                 21
xor gates and xnor gates            22
## Yosys cell counts (2+ instances only)
library cell,instances,area (um2)
clkbuf_1,2,7.51
inv_1,11,41.3
nand4_1,6,37.5
nor2_1,25,93.8
or3_1,3,18.8
dfxtp_1,21,420
nor3_1,2,10.0
a21oi_1,8,40.0
nand2_1,8,30.0
nand3_1,6,30.0
xnor2_1,18,158
nor4_4,2,42.5
xor2_1,4,35.0
o21ai_0,5,25.0
ha_1,11,138
## power breakdown
group,switching [mW],internal [mW],total [mW]
logic,0.0395,0.0471,0.0866
registers,0.00354,0.328,0.331
clock network,0.101,0.109,0.210
total,0.144,0.484,0.627
## per-stage QoR
stage / utilization (%) / hold WS [ns] / power, mW / area [um2]
after floorplan: - / 0.418 / 0.389 / 1210
after global placement: 16.5 / 0.434 / 0.424 / 1450
after detailed placement: 16.5 / 0.443 / 0.425 / 1450
after CTS: 17.0 / 0.453 / 0.637 / 1490
after global routing: 17.0 / 0.471 / 0.660 / 1490
final: 17.0 / 0.453 / 0.627 / 1490
## final timing paths
kind / from / to
worst max register to register: ctr_q[3]$_SDFF_PP0_ / ctr_q[17]$_SDFF_PP0_
worst min register to register: ctr_q[0]$_SDFF_PP0_ / ctr_q[0]$_SDFF_PP0_
worst max-delay path: position[0] / pwm_q$_DFF_P_
worst min-delay path: ctr_q[0]$_SDFF_PP0_ / ctr_q[0]$_SDFF_PP0_
No activity file was given, so power comes from the tool's default toggle rates.
