===== config.mk =====
export PLATFORM = sky130hd
export DESIGN_NAME = counter
export DESIGN_NICKNAME = counter
export VERILOG_FILES = /design/flow/design.v
export SDC_FILE = /design/flow/constraint.sdc
export NUM_CORES = 4
export LEC_CHECK = 1
export CORE_AREA = 10 10 86 86
export DIE_AREA = 0 0 96 96

===== constraint.sdc =====
current_design counter

set clk_period 5.4
set clk_io_pct 0.2

create_clock -name clk0 -period $clk_period [get_ports {clk}]

set non_clock_inputs [all_inputs -no_clocks]
set_input_delay [expr $clk_period * $clk_io_pct] -clock clk0 $non_clock_inputs
set_output_delay [expr $clk_period * $clk_io_pct] -clock clk0 [all_outputs]

===== design.v =====
`timescale 1ns / 1ps
module counter (
    input clk,
    input rst,
    output reg [7:0] value
  );
  reg[24:0] ctr_d, ctr_q;
  always @(ctr_q) begin
    ctr_d = ctr_q + 1'b1;
    if (ctr_q[24])
      value = ~ctr_q[23:16];
    else
      value = ctr_q[23:16];
  end
  always @(posedge clk) begin
    if (rst) begin
      ctr_q <= 1'b0;
    end else begin
      ctr_q <= ctr_d;
    end
  end
endmodule 

===== run.sh =====
#!/bin/bash
# OpenROAD 26Q1-2900-gdf79404cd8, Yosys 0.63+post, stock flow scripts
make -C /OpenROAD-flow-scripts/flow DESIGN_CONFIG=/design/flow/config.mk WORK_HOME=/design/flow/orfs finish

==> reports/notes.md <==
### Placement
- number of buffers added on ports: 9
- post-placement cell area: 1370 sq um
- placed wire-length estimate: 1.47 mm
- post-placement worst setup slack: 3.07 ns
- routability congestion estimate: 0.770

### Synth
- dominant cell by count in the synthesized netlist: sky130_fd_sc_hd__dfxtp_1
- area figure in the yosys stat output: 1200 sq um
- Mapped Area: 1200 sq um
- most instantiated flip-flop cell in the synthesis netlist: sky130_fd_sc_hd__dfxtp_1
- Distinct lib cells used: 26
- number of instances in the synthesized netlist: 131
- Area contributors post-synth: sky130_fd_sc_hd__dfxtp_1 42%, sky130_fd_sc_hd__xor2_1 13%, sky130_fd_sc_hd__nor2_1 5.0%
- synthesis-stage register bit count: 25
- Warnings, synthesis: 1
- number of synthesized flops with an enable pin: 0
- synth cell count leaders: 25 x sky130_fd_sc_hd__dfxtp_1, 18 x sky130_fd_sc_hd__xor2_1, 16 x sky130_fd_sc_hd__nor2_1
- fraction of registers with async set or reset after synthesis: 0%
- Avg Cell Area, Syn: 9.13 sq um
- Seq share, synth: 41.8%
- yosys stat cell total: 131
- Top-area cell share: 41.8%
- library cell occupying the most area in the post-synthesis netlist: sky130_fd_sc_hd__dfxtp_1

### Drt
- length of the first detailed-routing pass in iterations: 3
- number of remaining DRC errors: 0
- number of antenna repair diodes: 0
- mean routed wirelength per cell: 10.1 um
- via count: 927
- number of design-rule violations left by the first detailed-router iteration: 54
- WL final: 2.15 mm
- post-detailed-route count of antenna-violating nets: 0
- vias per cell: 4.35

### Cells and area
- Largest Register: ctr_q
- Area growth, synth to finish: 18.5%
- Fillers: 609
- Comb area: 669 sq um
- max FFs per register: 25
- area used by sequential logic in the layout: 500 sq um
- fraction of final layout cells sized beyond drive strength 1: 9.93%
- final cell area excluding filler cells: 1420 sq um
- leading registers by flop count: ctr_q x25

### Final timing
- Slew headroom: 71.1%
- FMAX: 382 MHz
- final worst path period share: 48.4%
- setup slack after layout: 2.79 ns
- worst-case clock skew: 0.0137 ns
- total setup violations reported at the end of the flow: 0
- total negative slack for setup checks: 0 ns
- setup repair after global routing missed its margin: no
- final number of hold-violating endpoints: 0
- Max Slew Vio Count: 0
- post-layout min period: 2.61 ns
- actual transition at the worst max-transition pin: 0.433 ns

### Die
- Ports: 10
- effective utilization at floorplan: 21.6%
- core region area: 5540 sq um
- height of the die: 96 um
- number of rows in the core area: 27
- total die size: 9220 sq um
- die extent in x: 96 um

### Clocking
- number of buffers inserted for hold repair after clock tree synthesis: 0
- number of buffers inserted to repair setup after CTS: 0
- TritonCTS clock tree: done
- CTS root buffer: sky130_fd_sc_hd__clkbuf_8
- deepest level of the CTS H-tree: 1
- count of clock tree sinks: 25
- clock-pin slew reported for the worst setup and hold paths after clock tree synthesis: 0.09 ns
- insertion delay of the later-clocked pin in the worst-skew pair: 0.27 ns
- Inserted Clock Buffers: 3
- Clock Path Buffers: 2
- quantity of gates resized following cts: 0

### Run
- reported max-cap violation count: 0
- number of warnings in the stage logs: 25

### Critical path
- Data arrival, critical path: 1.53 ns
- required time reported for the critical path endpoint: 4.32 ns
- CP Max Fanout: 10
- minimum setup slack among reg-to-reg paths: 3.69 ns
- ordered list of cells on the worst path: xor2_1, clkdlybuf4s50_1
- end of the worst register-to-register path: ctr_q[22]
- Worst path max stage delay: 0.60 ns
- critical-path cell with the highest stage delay: sky130_fd_sc_hd__dfxtp_1
- Critical Setup Path Class: reg2out
- endpoint class of the critical path: primary output
- worst reg2reg startpoint: ctr_q[0]
- worst reg-to-reg path cell count: 5
- CP Launch Type: flip-flop

### Hold path
- worst hold path cell count: 1
- startpoint of the tightest hold check path: ctr_q[0]
- terminating pin of the worst hold path: ctr_q[0]
- class of the tightest hold or removal check: reg2reg

### Power and ir drop
- LEAKAGE: 0.520 nW
- Sw Ratio: 21.1%
- share of power burned in combinational logic: 2.4%
- Cell Pwr Density: 216 nW/um^2
- Worst IR Drop VDD: 77.6 uV
- part of the power in registers: 61.6%
- clock share of power: 36.0%
- switching power of the nets: 64.7 uW
- Int Pwr: 241 uW

### Global route
- number of antenna violations at the first check in global routing: 0
- first-pass GRT wire length: 3.80 mm
- via count of the first global-routing pass: 872
- overall global routing resource usage: 4.90%
- largest net degree at the start of global routing: 28
- global route overflow: 0

### Run status
- result of the run: finished, final reports clean

-- cell type report --
cell class,count,share of cell area [%]
sequential,25,35.3
inverter,3,0.794
multi-input combinational,99,47.2
timing repair buffer,10,6.88
tap,72,6.35
clock inverter,1,0.530
clock buffer,3,2.91
-- worst max-delay path, delay by kind of cell (launching register included) --
family                    cells  cell delay [ns]
xor gates and xnor gates      1             0.19
buffers and inverters         1             0.48
DFF                           1             0.60
-- per-stage QoR --
step / power, mW / hold slack [ns] / utilization, % / std cells
floorplan: 0.198 / 0.437 / - / 131
detailed placement: 0.200 / 0.470 / 24.7 / 209
finish: 0.306 / 0.485 / 25.6 / 213
CTS: 0.313 / 0.495 / 25.6 / 213
global placement: 0.200 / 0.470 / 24.7 / 209
global route: 0.322 / 0.549 / 25.6 / 213
-- kinds of logic after synthesis --
family	Yosys count	synth area share [%]
AND-OR/OR-AND	18	9.31
adder cells (fa/ha/maj)	1	1.05
buffers and inverters	7	2.20
flip-flops	25	41.8
AND/OR/NAND/NOR	58	29.3
multiplexers	1	0.941
XOR/XNOR	21	15.4
-- per-layer routing --
layer	track usage [%]	share of wire, %	vias to the layer above
met4	0.369	0.37	0
li1	-	-	490
met5	0	0	-
met3	1.42	6.7	2
met2	8.13	41	12
met1	6.46	52	423
-- power by group through the flow --
stage	combinational [mW]	sequential, mW	clock (mW)
4_1_cts	0.00778	0.188	0.116
5_1_grt	0.00881	0.189	0.124
6_report	0.00747	0.188	0.110
-- cells in the final DEF, fill, tap and decap left out, types with 4 or more instances in the layout --
cell                               n
sky130_fd_sc_hd__a21oi_1           8
sky130_fd_sc_hd__dfxtp_1          25
sky130_fd_sc_hd__or4_1             5
sky130_fd_sc_hd__xor2_1           18
sky130_fd_sc_hd__nand2_1           5
sky130_fd_sc_hd__nor2_1           16
sky130_fd_sc_hd__nand3_1           8
sky130_fd_sc_hd__clkdlybuf4s50_1   9
sky130_fd_sc_hd__and4_1            4
sky130_fd_sc_hd__o31ai_1           5
sky130_fd_sc_hd__nand4_1           5
-- worst max path at each step --
stage,startpoint,to,slack (ns),depth (start not counted)
4_1_cts,ctr_q[24],value[4],2.76,2
5_1_grt,ctr_q[24],value[3],2.67,2
6_report,ctr_q[24],value[4],2.79,2
Power and IR drop assume default switching activity.
