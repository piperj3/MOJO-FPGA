==> ./design.v <==
`timescale 1ns / 1ps
module message_rom (
    input clk,
    input [3:0] addr,  
    output [7:0] data  
  );
  wire [7:0] rom_data [13:0];
  assign rom_data[0] = "H";
  assign rom_data[1] = "e";
  assign rom_data[2] = "l";
  assign rom_data[3] = "l";
  assign rom_data[4] = "o";
  assign rom_data[5] = " ";
  assign rom_data[6] = "D";
  assign rom_data[7] = "a";
  assign rom_data[8] = "n";
  assign rom_data[9] = "i";
  assign rom_data[10] = "e";
  assign rom_data[11] = "l";
  assign rom_data[12] = "\n";
  assign rom_data[13] = "\r";
  reg [7:0] data_d, data_q;
  assign data = data_q;
  always @(*) begin
    if (addr > 4'd13)
      data_d = " ";
    else
      data_d = rom_data[addr];
  end
  always @(posedge clk) begin
    data_q <= data_d;
  end
endmodule 
==> ./run.sh <==
#!/bin/bash
# OpenROAD 26Q1-2900-gdf79404cd8, Yosys 0.63+post, stock flow scripts
make -C /OpenROAD-flow-scripts/flow DESIGN_CONFIG=/design/flow/config.mk WORK_HOME=/design/flow/orfs finish
==> ./config.mk <==
export PLATFORM = sky130hd
export DESIGN_NAME = message_rom
export DESIGN_NICKNAME = message_rom
export VERILOG_FILES = /design/flow/design.v
export SDC_FILE = /design/flow/constraint.sdc
export NUM_CORES = 4
export LEC_CHECK = 1
export CORE_AREA = 10 10 70 70
export DIE_AREA = 0 0 80 80
==> ./constraint.sdc <==
current_design message_rom

set clk_period 1.1
set clk_io_pct 0.2

create_clock -name clk0 -period $clk_period [get_ports {clk}]

set non_clock_inputs [all_inputs -no_clocks]
set_input_delay [expr $clk_period * $clk_io_pct] -clock clk0 $non_clock_inputs
set_output_delay [expr $clk_period * $clk_io_pct] -clock clk0 [all_outputs]
==> flow_summary.json <==
{
  "ys_chip_area_um2": 272,
  "fillers": 393,
  "rsz0062_at_grt": "no",
  "logic_area_um2": 130,
  "yosysWarnings": 1,
  "grt_usage_pct": 1.90,
  "critical_path_arrival_ns": 1.15,
  "num_rows": 21,
  "dieWidth_um": 80,
  "synth_area_um2": 272,
  "top_cells_by_count": "6 x dfxtp_1, 4 x o21ai_0, 2 x buf_4, 2 x inv_1, 2 x nor2_1",
  "synth.most_common_cell": "dfxtp_1",
  "hold_buffers": 0,
  "hold_depth": 2,
  "required_ns": 1.23,
  "ir_drop_uv": 143,
  "die-area_mm2": 0.00640,
  "path_max_fanout": 5,
  "clock_power_share_pct": 36.6,
  "ys.flop_type": "dfxtp_1",
  "path_class": "input port to register",
  "cts.htree.levels": 1,
  "cellPowerDensity_mw_per_mm2": 1110,
  "vias_per_cell": 2.67,
  "overflow": 0,
  "worstSetupEndpointType": "register",
  "p_total_mw": 0.526,
  "largest_reg_flops": 6,
  "dp_hpwl_um": 528,
  "cts.sinks": 6,
  "final-seq-area_um2": 120,
  "combPwrFrac_pct": 17.9,
  "syn_avg_cell_area_um2": 8.76,
  "ant_nets": 0,
  "area_leaders": "dfxtp_1 44%, o21ai_0 7.4%, buf_4 5.5%, and3b_2 3.7%, a31o_2 3.2%",
  "drc": 0,
  "drive_above_1_share_pct": 25.0,
  "port_buffers": 10,
  "wire_per_inst_um": 6.97,
  "reg.largest.list": "data_q (6)",
  "grt_max_degree": 8,
  "coreArea_mm2": 0.00342,
  "grt_pass1_wl_um": 1010,
  "postLayoutSetupSlackWorst_ns": 0.0779,
  "fin_crit_sh_pct": 92.9,
  "fin_util_pct": 13.8,
  "seq_power_share_pct": 45.5,
  "top_area_share_pct": 44.2,
  "fmax_mhz": 978,
  "hold_class": "input port to register",
  "drt-initial-drc-count": 35,
  "hold_viol_final": 0,
  "area_growth_pct": 73.7,
  "switchingPower_mw": 0.108,
  "cap_violations": 0,
  "async_flop_share_pct": 0,
  "vias": 251,
  "post-place-ws_ns": -0.346,
  "die_y_um": 80,
  "largest_register": "data_q",
  "cts_tree": "done",
  "boundaryPins": 13,
  "fp_util_pct": 7.95,
  "synthCells": 31,
  "finalWirelength_um": 655,
  "cts_setup_buffers": 0,
  "cts_buffer_depth": 2,
  "synth-edff-count": 0,
  "setup_violations": 0,
  "antenna_found_initial": 0,
  "yosysTopAreaCell": "dfxtp_1",
  "drt_pass1_iterations": 3,
  "path_clk_slew_ns": 0.04,
  "root_buffer": "clkbuf_4",
  "yosys_cells": 31,
  "ys_ff": 6,
  "cts-resized-gates": 10,
  "setup_tns_ns": 0,
  "place_congestion": 0.735,
  "synth.distinct_cells": 20,
  "finalMaxSlewViolations": 0,
  "ys_seq_share_pct": 44.2,
  "warning_count": 25,
  "cts_buffers": 3,
  "cp-start-kind": "input port",
  "layout_min_cycle_time_ns": 1.02,
  "leakage_nw": 0.200,
  "status": "finished clean",
  "p_sw_share_pct": 20.5,
  "grt_pass1_vias": 245,
  "p_int_mw": 0.418,
  "antenna_cells": 0
}
cell usage in the layout (no fill, tap or decap), types with 2 or more instances in the layout:
cell type	instances
o21ai_0	4
buf_4	6
inv_1	2
dfxtp_1	6
nor2_1	2
conb_1	2
clkbuf_4	3
dlygate4sd2_1	9
layer usage:
layer  vias to the layer above  wire (um)  GRT usage (%)
met2                        11        245           2.41
met5                         -          0              0
met3                         0        111           1.36
met1                       104        298           2.40
li1                        136          -              -
met4                         0          0          0.704
power groups by stage:
stage | registers (mW) | clock network [mW] | logic [mW]
6_report | 0.239 | 0.192 | 0.0941
5_1_grt | 0.241 | 0.216 | 0.107
4_1_cts | 0.240 | 0.204 | 0.0960
path summary, 6_finish.rpt:
kind | start | endpoint
setup / recovery | addr[3] | data_q[0]
hold / removal | addr[3] | data_q[6]
worst max-delay path: stages:
cell and delay [ns]:
dlygate4sd2_1 0.28, or3b_4 0.41, a31o_2 0.25
area by class of cell:
cell class / count / share of cell area [%]
timing repair buffer: 16 / 28.4
clock buffer: 3 / 4.77
multi-input combinational: 21 / 27.6
sequential: 6 / 25.5
tap: 46 / 12.2
inverter: 2 / 1.59
logic make-up after synthesis:
kind of cell | count (synthesis) | synth area share [%]
xor gates and xnor gates | 1 | 3.23
other | 1 | 1.38
and+or+nand+nor | 9 | 20.7
DFF | 6 | 44.2
AOI/OAI and AO/OA | 9 | 20.3
buffers and inverters | 5 | 10.1
through the flow:
step / instance area [um2] / instances / hold slack, ns
after floorplan: 275 / 32 / 0.296
after detailed placement: 458 / 91 / 0.893
after global routing: 472 / 94 / 0.450
final: 472 / 94 / 0.417
after global placement: 458 / 91 / 0.897
after CTS: 472 / 94 / 0.415
No activity file was given, so power comes from the tool's default toggle rates.
